$ cat flow/design.v
module piso_shift_reg(
  input  logic       clk,
  input  logic       rst_n,
  input  logic       load,
  input  logic [7:0] data_i,
  output logic       serial_o
);
  typedef enum logic [1:0] {IDLE, SHIFTING, START_SHIFTING} state_t;
  state_t state;
  logic [7:0] shift_reg;
  logic [3:0] count;
  always_ff @(posedge clk or negedge rst_n) begin
    if (!rst_n) begin
      state     <= IDLE;
      shift_reg <= 8'b0;
      count     <= 0;
    end else begin
      case (state)
        IDLE: begin
          if (load) begin
            shift_reg <= data_i;
            count     <= 8;
            state     <= START_SHIFTING;
          end
        end
        START_SHIFTING: begin 
            state <= SHIFTING;
        end
        SHIFTING: begin
          if (count != 1) begin
            shift_reg <= shift_reg >> 1;
            count     <= count - 1;
          end else if(load) begin 
            shift_reg <= data_i;
            count     <= 8;
            state <= START_SHIFTING;          
          end
          else  state <= IDLE;
        end
      endcase
    end
  end
  assign serial_o = (state == SHIFTING) ? shift_reg[0] : 1'b1;
endmodule
$ cat flow/constraint.sdc
current_design piso_shift_reg

set clk_period 4.0
set clk_io_pct 0.2

create_clock -name clk0 -period $clk_period [get_ports {clk}]

set non_clock_inputs [all_inputs -no_clocks]
set_input_delay [expr $clk_period * $clk_io_pct] -clock clk0 $non_clock_inputs
set_output_delay [expr $clk_period * $clk_io_pct] -clock clk0 [all_outputs]
$ cat flow/config.mk
export PLATFORM = sky130hd
export DESIGN_NAME = piso_shift_reg
export DESIGN_NICKNAME = piso_shift_reg
export VERILOG_FILES = /design/flow/design.v
export SDC_FILE = /design/flow/constraint.sdc
export NUM_CORES = 4
export LEC_CHECK = 1
export CORE_AREA = 10 10 83 83
export DIE_AREA = 0 0 93 93
$ cat flow/run.sh
#!/bin/bash
# OpenROAD 26Q1-2900-gdf79404cd8, Yosys 0.63+post, stock flow scripts
make -C /OpenROAD-flow-scripts/flow DESIGN_CONFIG=/design/flow/config.mk WORK_HOME=/design/flow/orfs finish
==> flow_results.xml <==
<?xml version="1.0" encoding="UTF-8"?>
<metrics>
  <group name="run_status">
    <metric name="status" unit="">complete, no violations</metric>
  </group>
  <group name="sta">
    <metric name="final_number_of_max_transition_violations" unit="">0</metric>
    <metric name="fin_tns_setup" unit="ps">0</metric>
    <metric name="actual_slew_at_the_worst_max_slew_pin" unit="ps">668</metric>
    <metric name="timing.final.crit_period" unit="ps">2210</metric>
    <metric name="highest_attainable_clock_frequency" unit="MHz">453</metric>
    <metric name="clock_skew" unit="ps">1.63</metric>
    <metric name="slew_headroom" unit="%">55.3</metric>
    <metric name="timing_hold_violations_final" unit="">0</metric>
    <metric name="setup_viol" unit="">0</metric>
    <metric name="layout_worst_path_cycle_share" unit="%">55.1</metric>
    <metric name="setup_repair_after_global_routing_missed_its_margin" unit="">false</metric>
  </group>
  <group name="critical_path">
    <metric name="worst_ep_required_time" unit="ps">3200</metric>
    <metric name="timing.critical_path.cells" unit="">or2b_1 &gt; clkdlybuf4s50_1</metric>
    <metric name="worst_path_dominant_cell_family" unit="">flip-flops</metric>
    <metric name="cp_slowest_cell" unit="">dfrtp_1</metric>
    <metric name="setup.worst_path.class" unit="">flop to primary output</metric>
    <metric name="worst-path-buf-inv" unit="">1</metric>
    <metric name="critical_path.startpoint" unit="">state[2]</metric>
    <metric name="worst_path_largest_cell_delay" unit="ps">500</metric>
    <metric name="worstSetupEndpointType" unit="">primary output</metric>
    <metric name="arrival_time_reported_for_the_critical_path_endpoint" unit="ps">1410</metric>
    <metric name="crit_path_max_fanout" unit="">8</metric>
    <metric name="critical_path.startpoint_type" unit="">flop</metric>
    <metric name="worst_r2r_startpoint" unit="">count[1]</metric>
  </group>
  <group name="yosys">
    <metric name="post_synth_main_area_contributors" unit="">dfrtp_1, mux2i_1, nand2_1</metric>
    <metric name="ys_sh_adder" unit="%">3.31</metric>
    <metric name="synth_area_in_compound_gates" unit="%">13.7</metric>
    <metric name="synth.comb.largest_family" unit="">simple AND/OR/NAND/NOR gates</metric>
    <metric name="ys.flops" unit="">15</metric>
    <metric name="ff_type" unit="">dfrtp_1</metric>
    <metric name="post_synth_mux_area_share" unit="%">13.2</metric>
    <metric name="synth.largest_area_cell" unit="">dfrtp_1</metric>
    <metric name="mappedNetlistArea" unit="um^2">757</metric>
    <metric name="simple_gate_area_share" unit="%">15.0</metric>
    <metric name="synthArstFlopShare" unit="%">100</metric>
    <metric name="post_synth_most_frequent_cells" unit="">dfrtp_1, nand2_1, mux2i_1</metric>
    <metric name="area_share_of_the_largest_cell_type_after_synthesis" unit="%">46.3</metric>
    <metric name="top_cell" unit="">dfrtp_1</metric>
    <metric name="synthDistinctLibCells" unit="">23</metric>
    <metric name="yosysWarnings" unit="">1</metric>
    <metric name="synthesis.area_per_instance" unit="um^2">11.1</metric>
    <metric name="ys_chip_area" unit="um^2">757</metric>
    <metric name="yosys_cells" unit="">68</metric>
    <metric name="enable_flop_cells" unit="">0</metric>
    <metric name="syn-instance-count" unit="">68</metric>
    <metric name="synth.yosys.seq_area_share" unit="%">49.8</metric>
    <metric name="xor_area_share" unit="%">0</metric>
  </group>
  <group name="grt">
    <metric name="global_route.usage.met2" unit="%">4.03</metric>
    <metric name="global_route.usage.met1" unit="%">4.33</metric>
    <metric name="first_pass_grt_wire_length" unit="mm">2.19</metric>
    <metric name="globalRouteTotalUtil" unit="%">3.15</metric>
    <metric name="antenna_found_initial" unit="">0</metric>
    <metric name="grt_start_max_net_pins" unit="">20</metric>
    <metric name="use_met3" unit="%">2.26</metric>
    <metric name="busiest_layer" unit="">met1</metric>
    <metric name="first_global_vias" unit="">463</metric>
    <metric name="gr-total-overflow" unit="">0</metric>
  </group>
  <group name="pwr">
    <metric name="power_density" unit="nW/um^2">603</metric>
    <metric name="ir_worst_vdd" unit="uV">169</metric>
    <metric name="static-leakage-power" unit="nW">0.423</metric>
  </group>
  <group name="drt">
    <metric name="route.antenna.remaining_nets" unit="">0</metric>
    <metric name="drt_pass1_iterations" unit="">4</metric>
    <metric name="route.detailed.drc" unit="">0</metric>
    <metric name="routed_wirelength" unit="mm">1.33</metric>
    <metric name="route.detailed.wl_per_inst" unit="um">8.79</metric>
    <metric name="vias_per_cell" unit="">3.27</metric>
    <metric name="initialDrtViolationCount" unit="">7</metric>
    <metric name="routed-via-count" unit="">494</metric>
    <metric name="diodes" unit="">0</metric>
  </group>
  <group name="clock_tree">
    <metric name="worst_setup_hold_path_clk_slew" unit="ps">60</metric>
    <metric name="clock-root-buffer" unit="">clkbuf_8</metric>
    <metric name="tritoncts_clock_tree" unit="">built</metric>
    <metric name="cts.hold.buffers_added" unit="">0</metric>
    <metric name="max-clock-path-buffers" unit="">2</metric>
    <metric name="postCtsSetupRepairBufs" unit="">0</metric>
    <metric name="clock_insertion_delay_worst_skew" unit="ps">240</metric>
    <metric name="numCtsBuffers" unit="">3</metric>
    <metric name="cts_htree_levels" unit="">1</metric>
    <metric name="cts_num_sinks" unit="">15</metric>
    <metric name="number_of_gates_resized_after_cts" unit="">0</metric>
  </group>
  <group name="cells_and_area">
    <metric name="largest_register_ffs" unit="">8</metric>
    <metric name="areaGrowthSynthToFinish" unit="%">28.6</metric>
    <metric name="filler_cell_count" unit="">593</metric>
    <metric name="post_route_cells_drive_above_1_share" unit="%">13.6</metric>
    <metric name="layoutNonFillerInstCount" unit="">151</metric>
  </group>
  <group name="placement">
    <metric name="gp_routability_congestion" unit="">0.698</metric>
    <metric name="dp_cells" unit="">147</metric>
    <metric name="port_buffers" unit="">11</metric>
    <metric name="hpwl" unit="mm">1.02</metric>
  </group>
  <group name="floorplanning">
    <metric name="fp-row-count" unit="">26</metric>
    <metric name="initial_utilization" unit="%">14.7</metric>
    <metric name="dieHeight" unit="um">93</metric>
    <metric name="core_area" unit="um^2">5140</metric>
    <metric name="chip_area" unit="um^2">8650</metric>
    <metric name="io-pin-count" unit="">12</metric>
    <metric name="horizontal_extent_of_the_die" unit="um">93</metric>
  </group>
  <group name="run">
    <metric name="openroad.warnings" unit="">26</metric>
    <metric name="max-cap-violations" unit="">0</metric>
  </group>
  <group name="min_path">
    <metric name="hold_path_class" unit="">flop to flop</metric>
    <metric name="hold_wc_startpoint" unit="">state[1]</metric>
  </group>
</metrics>
[cells by family (layout without fill, tap and decap cells)]
group | count (synthesis) | in the layout
AND/OR/NAND/NOR | 20 | 20
AND-OR/OR-AND | 16 | 16
flip-flops | 15 | 15
multiplexers | 10 | 10
buffers and inverters | 5 | 18
adder cells (fa/ha/maj) | 2 | 2
[power breakdown]
group	switching (mW)	total, mW	internal (mW)
clock	0.0480	0.118	0.0704
combinational	0.0994	0.207	0.107
sequential	0.0505	0.262	0.211
[area by class of cell]
class / instances / area [um^2] / share of cell area, %
inverters: 3 / 11.3 / 1.16
well taps: 70 / 87.6 / 9.00
repair buffers: 11 / 110 / 11.3
clock buffers: 4 / 45.0 / 4.63
multi-input cells: 48 / 343 / 35.2
flip-flops and latches: 15 / 377 / 38.7
[cell usage in the layout (no fill, tap or decap), types with 2 or more instances in the layout]
cell	instances
a21oi_1	2
nor2_1	4
nand2_1	11
o21ai_1	7
clkdlybuf4s50_1	11
o21ai_0	2
dfrtp_1	14
clkbuf_8	3
inv_1	2
mux2i_1	10
ha_1	2
[per-stage QoR]
| stage | total power [mW] | util, % | area (um^2) | hold slack, ps | setup slack (ps) |
|---|---|---|---|---|---|
| after floorplan | 0.438 | - | 757 | 413 | 2520 |
| after global placement | 0.473 | 18.1 | 928 | 423 | 2050 |
| after global routing | 0.642 | 18.9 | 973 | 447 | 1720 |
| after CTS | 0.598 | 18.9 | 973 | 436 | 1770 |
| after detailed placement | 0.477 | 18.1 | 928 | 422 | 2040 |
| final | 0.587 | 18.9 | 973 | 432 | 1790 |
[path summary, 6_finish.rpt]
path / cells past startpoint / slack [ps] / end
worst max-delay path: 2 / 1790 / serial_o
worst min-delay path: 1 / 430 / state[2]
worst max register to register: 5 / 2470 / state[2]
worst min register to register: 1 / 430 / state[2]
max in group asynchronous: 1 / 2610 / count[0]
min in group asynchronous: 1 / 970 / count[2]
[metal layers]
layer | up-vias | part of all wire, %
met2 | 10 | 42
met4 | 0 | 0
met3 | 0 | 9.7
li1 | 261 | -
met5 | - | 0
met1 | 223 | 49
[worst reg2reg max path, delay by kind of cell (launching register included)]
kind	cells	cell delay, ps
buffers and inverters	1	80
adder cells (fa/ha/maj)	1	200
AND/OR/NAND/NOR	3	730
flip-flops	1	400
No activity file was given, so power comes from the tool's default toggle rates.
