[config.mk]
export PLATFORM = sky130hd
export DESIGN_NAME = full_adder
export DESIGN_NICKNAME = full_adder
export VERILOG_FILES = /design/flow/design.v
export SDC_FILE = /design/flow/constraint.sdc
export NUM_CORES = 4
export LEC_CHECK = 1
export CORE_AREA = 10 10 70 70
export DIE_AREA = 0 0 80 80
[constraint.sdc]
current_design full_adder

set clk_period 7.7
set clk_io_pct 0.2

create_clock -name clk0 -period $clk_period

set non_clock_inputs [all_inputs -no_clocks]
set_input_delay [expr $clk_period * $clk_io_pct] -clock clk0 $non_clock_inputs
set_output_delay [expr $clk_period * $clk_io_pct] -clock clk0 [all_outputs]
[design.v]
module full_adder #(
    parameter WIDTH = 8   
)(
    input logic [WIDTH-1:0] a,     
    input logic [WIDTH-1:0] b,     
    input logic cin,               
    output logic [WIDTH-1:0] sum,  
    output logic cout              
);
    logic [WIDTH:0] result;  
    always_comb begin
        result = a + b + cin;       
        sum = result[WIDTH-1:0];   
        cout = result[WIDTH];      
    end
endmodule
[run.sh]
#!/bin/bash
# OpenROAD 26Q1-2900-gdf79404cd8, Yosys 0.63+post, stock flow scripts
make -C /OpenROAD-flow-scripts/flow DESIGN_CONFIG=/design/flow/config.mk WORK_HOME=/design/flow/orfs finish
==> results.json <==
{
  "syn_avg_cell_area_um2": 7.89,
  "warning_count": 32,
  "largest_area_cell": "ha_1",
  "worst_hold_path_type": "primary input to primary output",
  "io_buffers": 26,
  "hold_path.startpoint": "cin",
  "cp.arrival_ns": 3.94,
  "finalNonFillerCells": 114,
  "routedWlPerCell_um": 9.55,
  "vias": 393,
  "critical_path_buf_inv_count": 2,
  "area_delta_synth_final_pct": 95.8,
  "drt-total-wl_mm": 1.09,
  "layout-drive-gt1-share": 0.0147,
  "hold_slack_ns": 4.16,
  "flops": 0,
  "antenna_left": 0,
  "post-route-period-util": 0.711,
  "dpl.cell_count": 114,
  "fmax_mhz": 183,
  "cpPeakStageDelay_ns": 0.49,
  "timing.final.crit_period_ns": 5.48,
  "synth_top_area_share": 0.264,
  "antenna_found_initial": 0,
  "grt_usage": 0.0335,
  "cpLargestDelayFamily": "buffers and inverters",
  "clock_buffers": 0,
  "synthCells": 42,
  "pwr_density_cell_nw_per_um2": 78.2,
  "grt_pass1_wl_mm": 1.81,
  "yosys-stat-area_um2": 332,
  "internal-power_uw": 33.6,
  "die_h_um": 80,
  "fill_cells": 384,
  "critPathCaptureType": "primary output",
  "yosysWarnings": 1,
  "rows": 21,
  "avgViaCountPerCell": 3.45,
  "gp_congestion": 0.805,
  "hold_path_depth": 3,
  "min_to": "sum[0]",
  "crit_fanout": 2,
  "top_cell": "ha_1",
  "setup_violations": 0,
  "timing_worst_setup_path_type": "primary input to primary output",
  "yosys-top-cells-area": "ha_1 26%, fa_1 12%, a21oi_1 7.5%",
  "first_pass_iters": 2,
  "cp-start-kind": "primary input",
  "grt_pass1_vias": 394,
  "slew_headroom": 0.767,
  "fin_tns_setup_ns": 0,
  "die_area_um2": 6400,
  "die_width_um": 80,
  "worst_pin_slew_ns": 0.341,
  "switching_power_uw": 17.2,
  "outcome": "finished clean",
  "logic_area_um2": 320,
  "drtIter0Drc": 8,
  "ios": 26,
  "power_frac_comb": 1.000,
  "postCtsSetupBuffers": 0,
  "required_ns": 6.16,
  "core_um2": 3420,
  "crit_chain": "clkdlybuf4s50_1, fa_1, fa_1, a21oi_1, nor2_1, nor2_1, xnor2_1, clkdlybuf4s50_1",
  "p_sw_frac": 0.339,
  "post-dp-hpwl_um": 999,
  "fp_util": 0.0971,
  "ir_worst_vdd_mv": 0.0287,
  "yosysSeqAreaShare": 0,
  "antenna_cells": 0,
  "ctsHoldBuffers": 0,
  "rsz0062_at_grt": "false",
  "synth_cell_types": 20,
  "slew_viol_final": 0,
  "hold_viol_final": 0,
  "ys_cells": 42,
  "grt.overflow.total": 0,
  "clkPwrFrac": 0,
  "seq_area_um2": 0,
  "ctsResizeCount": 0,
  "leakagePower_uw": 0.000258,
  "syn_area_um2": 332,
  "maxCapViolations": 0,
  "yosys-top-cells-count": "7 x ha_1, 5 x a21oi_1, 3 x nand2_1",
  "seqPwrFrac": 0,
  "grt_max_degree": 7,
  "slowest_stage": "clkdlybuf4s50_1",
  "drcViolationCount": 0
}
power by group through the flow:
stage	Sequential, µW	Combinational [µW]	Clock (µW)
4_1_cts	0	51.8	0
5_1_grt	0	57.0	0
6_report	0	50.8	0
layout make-up:
cell class                 count  share of cell area
multi-input combinational     39               0.493
timing repair buffer          26               0.401
tap                           46              0.0886
inverter                       3              0.0173
through the flow:
| step | utilization | total power (µW) | setup WS [ns] | cell area (µm²) |
|---|---|---|---|---|
| 2_1_floorplan | - | 20.0 | 3.32 | 332 |
| 3_3_place_gp | 0.190 | 51.0 | 2.26 | 649 |
| 3_5_place_dp | 0.190 | 51.3 | 2.23 | 649 |
| 4_1_cts | 0.190 | 51.8 | 2.21 | 649 |
| 5_1_grt | 0.190 | 57.0 | 2.10 | 649 |
| 6_report | 0.190 | 50.8 | 2.22 | 649 |
worst max-delay path by stage:
stage	from	endpoint	slack (ns)	cells after the start
5_1_grt	a[0]	sum[6]	2.10	8
6_report	a[0]	sum[6]	2.22	8
4_1_cts	a[0]	sum[6]	2.21	8
layout by cell type, fill, tap and decap left out, types with 3 or more instances in the layout:
master | Yosys | final
a21oi_1 | 5 | 5
clkdlybuf4s50_1 | 0 | 26
ha_1 | 7 | 7
nand2_1 | 3 | 3
cells by family (layout without fill, tap and decap cells):
family                   count (synthesis)  count (layout)  synth area share
AND-OR/OR-AND                           13              13             0.272
XOR/XNOR                                 4               4             0.106
adder cells (fa/ha/maj)                  9               9             0.385
buffers and inverters                    3              29            0.0340
multiplexers                             1               1            0.0302
AND/OR/NAND/NOR                         12              12             0.174
routing by layer:
metal / vias to the layer above / global-route usage / wire (µm)
met4: 0 / 0 / 0
li1: 214 / - / -
met3: 0 / 0.0125 / 149
met2: 20 / 0.0465 / 369
met5: - / 0 / 0
met1: 159 / 0.0504 / 570
No activity file was given, so power comes from the tool's default toggle rates.
